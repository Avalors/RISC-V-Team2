==> flow/config.mk <==
export PLATFORM = sky130hd
export DESIGN_NAME = registerfile
export DESIGN_NICKNAME = registerfile
export VERILOG_FILES = /design/flow/design.v
export SDC_FILE = /design/flow/constraint.sdc
export NUM_CORES = 4
export LEC_CHECK = 1
export CORE_UTILIZATION = 30
==> flow/constraint.sdc <==
current_design registerfile

set clk_period 24.5
set clk_io_pct 0.2

create_clock -name clk0 -period $clk_period [get_ports {clk}]

set non_clock_inputs [all_inputs -no_clocks]
set_input_delay [expr $clk_period * $clk_io_pct] -clock clk0 $non_clock_inputs
set_output_delay [expr $clk_period * $clk_io_pct] -clock clk0 [all_outputs]
==> flow/design.v <==
module registerfile (
    input  logic        clk,
    input  logic        rst,      
    input  logic        WE3,      
    input  logic [4:0]  AD1,      
    input  logic [4:0]  AD2,      
    input  logic [4:0]  AD3,      
    input  logic [31:0] WD3,      
    output logic [31:0] RD1,      
    output logic [31:0] RD2,      
    output logic [31:0] a0        
);
    logic [31:0] registers [31:0];
    initial begin
        for (int i = 0; i < 32; i = i + 1)
            registers[i] = 32'h0;
    end
    always_ff @(posedge clk) begin
        if (rst) begin
            for (int i = 0; i < 32; i = i + 1)
                registers[i] <= 32'h0;
        end
        else if (WE3 && (AD3 != 5'b0)) begin  
            registers[AD3] <= WD3;
        end
    end
    assign RD1 = (AD1 == 5'b0) ? 32'h0 : registers[AD1];
    assign RD2 = (AD2 == 5'b0) ? 32'h0 : registers[AD2];
    assign a0 = registers[10];
endmodule
==> flow/run.sh <==
#!/bin/bash
# OpenROAD 26Q1-2900-gdf79404cd8, Yosys 0.63+post, stock flow scripts
make -C /OpenROAD-flow-scripts/flow DESIGN_CONFIG=/design/flow/config.mk WORK_HOME=/design/flow/orfs finish
==> reports/results.tsv <==
stage	metric	value	unit
yosys	xor and xnor area share after synthesis	0	%
clocking	Num CTS Buffers	109	
drt	DRC Markers	0	
global_routing	grt total ovfl	0	
floorplan	standard-cell row count	155	
global_routing	largest net degree at the start of global routing	73	
power	worst vdd ir	0.0607	mV
floorplan	die area	182000	µm²
yosys	Cell Type Count	44	
finish	P&R area growth vs syn	14.4	%
yosys	asr flop ratio synth	0	%
sta	worst slew pin tran	1.07	ns
placed_design	gp weighted congestion	0.909	
clocking	clock sink count	1024	
yosys	adder-cell area share of the yosys netlist	0	%
clocking	CTS tree	yes	
drt	wire length per cell	30.1	µm
outcome	status	complete, no violations	
worst_setup_path	Crit path max-delay family	buffers and inverters	
worst_setup_path	CP max stage cell	buf_4	
worst_setup_path	CP arrival	9.52	ns
run	tool warnings	26	
drt	metal2 WL	85.0	mm
clocking	CTS max path bufs	3	
yosys	Chip Area, Yosys	54100	µm²
sta	final setup violation count	0	
global_routing	initial antenna violation count	4	
drt	met1 wire length	58.5	mm
yosys	largest area contributor in the netlist	edfxtp_1	
drt	1st-iter DRT viols	2100	
power	combinational power share	12.2	%
drt	ANT nets after route	0	
yosys	Yosys Warn Count	1	
worst_setup_path	most frequent CP cell	buf_4	
global_routing	vias in the first global route	35300	
yosys	Avg Cell Area, Syn	15.5	µm²
worst_setup_path	Bufs and invs on worst path	5	
run	max-cap check violation count	0	
clocking	post-CTS setup buffer count	0	
sta	Tmin final	14.42	ns
power	P_int	3.22	mW
yosys	EDFF count, synth	1024	
worst_setup_path	crit-path max cell delay	0.71	ns
drt	vias post-DR	32300	
sta	Slew HR	27.0	%
yosys	mux share	23.2	%
sta	fin crit share	58.8	%
global_routing	first-pass GRT wire length	257	mm
power	Sw Share	24.2	%
power	PwrDens	68.5	nW/µm²
sta	Fmax	0.0694	GHz
finish	Top reg by flops	registers	
finish	biggest regs	registers: 1024 flops	
yosys	simple share	13.2	%
worst_setup_path	crit path cell chain	buf_8 > buf_4 > buf_4 > buf_4 > mux4_2 > mux4_2 > o22ai_1 > nor3_1 > clkdlybuf4s50_1	
sta	RSZ-0062 raised after global routing	no	
yosys	ranking of synthesized cells by area	edfxtp_1 (57%), mux4_2 (20%), and2_1 (11%), mux2i_1 (2.7%), clkbuf_1 (1.9%)	
sta	Slew Viols, Final	0	
power	Clock Power Share	38.9	%
yosys	Synth Cell Area	54100	µm²
drt	DRT Pass-1 Iters	5	
placed_design	Buffers on Ports	145	
clocking	Clk pin slew, worst setup/hold paths	0.06	ns
worst_setup_path	Req. time, crit path	19.60	ns
floorplan	Horiz. Die Dim	427	µm
worst_setup_path	CP Capture Type	primary output	
drt	routed length on met3	28.0	mm
yosys	yosys aoi share	3.60	%
drt	vias per inst	5.37	
floorplan	Ports	146	
sta	Final Hold Slack	4.94	ns
clocking	htree depth	3	
drt	DR top layer	met5	
global_routing	GRT Resource Usage Total	21.3	%
sta	post-route setup TNS	0	ns
hold_path	Hold Crit Class	input pin to flop	
sta	final hold violation count	0	
floorplan	floorplan utilization	30.3	%
yosys	ys flop type	edfxtp_1	
finish	Finished Core Util	34.6	%
power	P_leak	20.8	nW
yosys	Mapped Cells	3493	
worst_setup_path	CP Class	input pin to primary output	
yosys	sequential share of the synthesized area	56.8	%
yosys	Seq cells post-synth	1024	
clocking	post-cts resize count	0	
placed_design	placed cell count	5811	
floorplan	Die H	427	µm
yosys	Largest type area fraction	56.8	%
clocking	CTS hold repair buffers	0	
yosys	Top non-seq family	multiplexers	
clocking	Root Driver	clkbuf_16	
worst_setup_path	critical path peak fanout	56	
finish	Finished Layout Cells	6007	
power	Sequential Power Share	48.9	%
drt	routed wire length	181	mm
worst_setup_path	nature of the critical path startpoint	input pin	
finish	ratio of cells with drive above 1 in the final layout	25.0	%
finish	max reg flops	1024	
placed_design	placed wire-length estimate	108	mm
power	Psw	1.02	mW
yosys	# Cells Yosys	3493	
floorplan	core area	179000	µm²
[path summary, 6_finish.rpt]
check,startpoint,endpoint,cells after the start
max,AD1[1],RD1[31],9
min,rst,registers[0][31],2
[cell families after synthesis]
kind of cell	Yosys count
and+or+nand+nor	1170
AOI/OAI and AO/OA	258
muxes	655
other	1
DFF	1024
buffers and inverters	385
[cell type report]
class / count / area, µm²
repair buffers: 316 / 2730
fillers: 16700 / 117000
diodes: 2 / 5.00
flip-flops and latches: 1024 / 30700
clock inverters: 63 / 593
inverters: 1 / 3.75
clock buffers: 131 / 2900
multi-input cells: 2115 / 22000
well taps: 2355 / 2950
[routing by layer]
metal | global-route usage, % | vias up
li1 | - | 13700
met1 | 23.8 | 16000
met2 | 32.1 | 2268
met3 | 14.3 | 367
met4 | 8.76 | 2
met5 | 0.423 | -
[synth_stat cells (all sizes together), types with 33 or more instances]
| cell type | number |
|---|---|
| mux2i | 146 |
| nor3 | 55 |
| mux4 | 475 |
| a211oi | 34 |
| buf | 103 |
| mux2 | 34 |
| clkbuf | 281 |
| and2 | 995 |
| o22ai | 83 |
| or2 | 33 |
| nor2 | 37 |
| a22o | 51 |
| edfxtp | 1024 |
[stage by stage]
step                      cell area, µm²  setup slack (ns)  power, mW
after floorplan                    54200             13.12       2.39
after global placement             58400              9.92       2.63
after detailed placement           58400              9.95       2.63
after CTS                          61900              9.90       4.27
after global routing               61900              9.74       4.37
final                              61900             10.08       4.24
[power groups by stage]
stage	Clock (mW)	Combinational, mW	Sequential (mW)
after CTS	1.67	0.521	2.07
after global routing	1.74	0.544	2.09
final	1.65	0.517	2.07
[placed cells by master (no fill, tap or decap), drive strengths merged, types with 6 or more instances in the layout]
cell,n
edfxtp,1024
and2,995
mux4,475
buf,181
mux2i,146
clkdlybuf4s50,135
clkbuf,131
o22ai,83
nor3,55
a22o,51
clkinv,47
nor2,37
a211oi,34
mux2,34
or2,33
conb,32
o221ai,26
a2111oi,26
a22oi,15
bufinv,12
nand2,10
a21oi,10
nor2b,10
nand2b,6
Power is estimated from default activity; no workload was simulated.
