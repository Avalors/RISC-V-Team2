**./constraint.sdc**
```tcl
current_design program_counter

set clk_period 15.0
set clk_io_pct 0.2

create_clock -name clk0 -period $clk_period [get_ports {clk}]

set non_clock_inputs [all_inputs -no_clocks]
set_input_delay [expr $clk_period * $clk_io_pct] -clock clk0 $non_clock_inputs
set_output_delay [expr $clk_period * $clk_io_pct] -clock clk0 [all_outputs]
```
**./config.mk**
```make
export PLATFORM = sky130hd
export DESIGN_NAME = program_counter
export DESIGN_NICKNAME = program_counter
export VERILOG_FILES = /design/flow/design.v
export SDC_FILE = /design/flow/constraint.sdc
export NUM_CORES = 4
export LEC_CHECK = 1
export CORE_UTILIZATION = 40
```
**./design.v**
```verilog
module program_counter #(
    parameter WIDTH = 32
)(
    input  logic                 clk,
    input  logic                 rst,
    input  logic                 PCsrc,
    input  logic [31:0]          ImmOp,
    output logic [WIDTH-1:0]     PC
);
    always_ff @(posedge clk) begin
        if (rst) begin
            PC <= 32'h0;
        end else begin
            if (PCsrc)
                PC <= PC + ImmOp;   
            else
                PC <= PC + 32'd4;   
        end
    end
endmodule
```
**./run.sh**
```bash
#!/bin/bash
# OpenROAD 26Q1-2900-gdf79404cd8, Yosys 0.63+post, stock flow scripts
make -C /OpenROAD-flow-scripts/flow DESIGN_CONFIG=/design/flow/config.mk WORK_HOME=/design/flow/orfs finish
```
==> results.sh <==
# flow metrics
export IMPL_cts_root_buf="clkbuf_8"
export IMPL_fp_util_pct=41.7
export IMPL_cp_end_kind="flop"
export IMPL_fin_crit_sh_pct=38.0
export IMPL_drtIter0Drc=131
export IMPL_warnings=25
export IMPL_setup_tns_ps=0
export IMPL_routed_via_density=5.51
export IMPL_final_core_util_pct=52.0
export IMPL_holdCritPathClass="flop to flop"
export IMPL_synthCells=424
export IMPL_postCtsHoldBufs=0
export IMPL_drc=0
export IMPL_synth_seq_share_pct=19.8
export IMPL_power_density_nw_per_um2=85.8
export IMPL_cp_required_ps=15240
export IMPL_worstSkewPairLatency_ps=290
export IMPL_common_cells="nor2_1, xnor2_1, dfxtp_1, ha_1, a21oi_1"
export IMPL_grt_overflow=0
export IMPL_io_buffers=66
export IMPL_insertedDiodeCount=0
export IMPL_numCtsBuffers=5
export IMPL_gp_congestion=0.876
export IMPL_ys_ff=32
export IMPL_synth_area_top_cells="dfxtp_1, ha_1, xnor2_1"
export IMPL_h_tree_depth=2
export IMPL_dieArea_sq_um=8470
export IMPL_r2r_end="PC[28]$_SDFF_PP0_"
export IMPL_highest_layer="met4"
export IMPL_synth_area_per_cell_sq_um=7.64
export IMPL_rsz0062_at_grt="no"
export IMPL_postCtsResizedCells=0
export IMPL_firstDrtPassIters=4
export IMPL_critical_path_max_fanout=3
export IMPL_yosysMostFrequentCell="nor2_1"
export IMPL_r2r_setup_slack_ps=12100
export IMPL_routed_wl_met3_microns=296
export IMPL_clock_skew_ps=12.7
export IMPL_synth_area_sq_um=3240
export IMPL_track_usage_pct=20.7
export IMPL_wl_met1_microns=4410
export IMPL_largest_reg_flops=32
export IMPL_worstPathArrival_ps=5940
export IMPL_wire_per_inst_microns=14.5
export IMPL_pin_count=67
export IMPL_wl_met2_microns=3640
export IMPL_die_h_microns=92.0
export IMPL_clockBufferDepth=2
export IMPL_hpwl_microns=6290
export IMPL_drive_gt1_share_pct=3.13
export IMPL_regMostFlops="PC"
export IMPL_synth_distinct_cells=53
export IMPL_hold_viol=0
export IMPL_grt_pass1_wl_microns=14100
export IMPL_clk_pin_slew_worst_paths_ps=80
export IMPL_yosysCellCount=424
export IMPL_wl_microns=8420
export IMPL_clock_sinks=32
export IMPL_first_global_vias=2956
export IMPL_max_freq_mhz=175
export IMPL_antenna_found_initial=0
export IMPL_slew_viol_final=0
export IMPL_holdPathStages=2
export IMPL_postRouteAntennaNets=0
export IMPL_reg2reg_depth=11
export IMPL_ys_async_sr_fraction_pct=0
export IMPL_syn2layout_area_growth_pct=24.7
export IMPL_holdWs_ps=533
export IMPL_dieWidth_microns=92.0
export IMPL_power_leakage_nw=1.66
export IMPL_reg_largest_list="PC x32"
export IMPL_drv_cap=0
export IMPL_core_region_area_sq_um=7770
export IMPL_min_to="PC[0]$_SDFFE_PP0P_"
export IMPL_synth_top_area_share_pct=19.8
export IMPL_run_status="completed"
export IMPL_yosys_area_top_type="dfxtp_1"
export IMPL_synth_edff_count=0
export IMPL_total_power_uw=347
export IMPL_flop_cell="dfxtp_1"
export IMPL_yosys_warnings=1
export IMPL_timing_rr_start="PC[0]$_SDFFE_PP0P_"
export IMPL_setup_viol=0
export IMPL_num_rows=32
export IMPL_startpoint_type="primary input"
export IMPL_ir_drop_mv=0.0335
export IMPL_post_cts_setup_buffer_count=0
export IMPL_period_minus_slack_ps=5700
export IMPL_grt_max_degree=58
export IMPL_slew_headroom_pct=53.4
export IMPL_worst_pin_slew_ps=696
export IMPL_cts_tree="done"
export IMPL_num_vias=3209
export IMPL_yosys_area_sq_um=3240
export IMPL_worstHoldStart="PC[0]$_SDFFE_PP0P_"
export IMPL_critPathKind="primary input to flop"
## metrics by stage
stage	setup WS (ps)	instances	cell area (sq um)
2_1_floorplan	9770	424	3240
3_3_place_gp	9100	577	3970
3_5_place_dp	9050	577	3970
4_1_cts	9330	582	4040
5_1_grt	9110	582	4040
6_report	9300	582	4040
## area by class of cell
type / instances / area, sq um
Tap cell: 102 / 128
Multi-Input combinational cell: 364 / 2490
Sequential cell: 32 / 641
Fill cell: 760 / 3720
Inverter: 11 / 41.3
Clock buffer: 5 / 68.8
Timing Repair Buffer: 68 / 671
## critical path, cell delays in order
cell,delay [ps]
clkdlybuf4s50_1,460
ha_1,180
inv_1,60
fa_1,400
nor2b_1,160
o2111ai_1,200
a31oi_1,290
o41a_1,260
a31o_1,230
a311oi_2,140
or3b_2,490
nand3_1,90
## kinds of logic after synthesis
| logic type | synth area share (%) |
|---|---|
| xor+xnor | 14.1 |
| flops | 19.8 |
| mux | 1.27 |
| simple gates | 22.5 |
| compound gates | 26.2 |
| fa+ha+maj | 13.0 |
| buf+inv | 3.28 |
## worst max path at each step
| stage | from | endpoint |
|---|---|---|
| after CTS | ImmOp[0] | PC[28]$_SDFF_PP0_ |
| after global routing | ImmOp[0] | PC[28]$_SDFF_PP0_ |
| final | ImmOp[0] | PC[28]$_SDFF_PP0_ |
## placed cells by master, fill, tap and decap left out, types with 5 or more instances in the layout
cell type	netlist	routed
a211oi_1	23	23
a21o_1	21	21
a21oi_1	31	31
and3_1	6	6
and4_1	6	6
clkbuf_8	0	5
clkdlybuf4s50_1	0	65
dfxtp_1	32	32
ha_1	32	32
inv_1	10	10
nand2_1	29	29
nand3_1	19	19
nand4_1	11	11
nor2_1	50	50
nor2b_1	5	5
nor3_1	10	10
o21ai_0	19	19
xnor2_1	38	38
xor2_1	14	14
## power breakdown
group          total, mW  internal, mW  leakage, nW  switching [mW]
Combinational      0.171        0.0882         1.36          0.0828
Clock             0.0634        0.0300       0.0359          0.0334
Sequential         0.113        0.0966        0.266          0.0160
Total              0.347         0.215         1.66           0.132
## metal layers
| layer | global-route usage (%) | up-vias |
|---|---|---|
| li1 | - | 1674 |
| met1 | 33.5 | 1460 |
| met2 | 31.2 | 69 |
| met3 | 2.19 | 6 |
| met4 | 1.95 | 0 |
| met5 | 0 | - |
Power figures rest on the tool's default switching activity, not on a simulated workload.
