==> design.v <==
module rom #(
    parameter ADDRESS_WIDTH = 32,
    parameter DATA_WIDTH = 8
)(
    input logic [ADDRESS_WIDTH-1:0] addr,
    output logic [ADDRESS_WIDTH-1:0] instr
);
    logic [DATA_WIDTH-1:0] rom_array [0:(1 << 10) - 1];  
    logic [31:0] machine_code [0:6];
    initial begin
        for (int i = 0; i < (1 << 10); i = i + 4) begin
            rom_array[i] = 8'h13;
            rom_array[i+1] = 8'h00;
            rom_array[i+2] = 8'h00;
            rom_array[i+3] = 8'h00;
        end
        machine_code[0] = 32'h0ff00313;    
        machine_code[1] = 32'h00000513;    
        machine_code[2] = 32'h00000593;    
        machine_code[3] = 32'h00058513;    
        machine_code[4] = 32'h00158593;    
        machine_code[5] = 32'hfe659ce3;    
        machine_code[6] = 32'hfe0318e3;
        for(int i = 0; i < 7; i++)begin
            rom_array[i*4 + 0] = machine_code[i][7:0];
            rom_array[i*4 + 1] = machine_code[i][15:8];
            rom_array[i*4 + 2] = machine_code[i][23:16];
            rom_array[i*4 + 3] = machine_code[i][31:24];
        end
    end
    assign instr = {rom_array[addr+3],rom_array[addr+2],rom_array[addr+1],rom_array[addr]};
endmodule
==> run.sh <==
#!/bin/bash
# OpenROAD 26Q1-2900-gdf79404cd8, Yosys 0.63+post, stock flow scripts
make -C /OpenROAD-flow-scripts/flow DESIGN_CONFIG=/design/flow/config.mk WORK_HOME=/design/flow/orfs finish
==> config.mk <==
export PLATFORM = sky130hd
export DESIGN_NAME = rom
export DESIGN_NICKNAME = rom
export VERILOG_FILES = /design/flow/design.v
export SDC_FILE = /design/flow/constraint.sdc
export NUM_CORES = 4
export LEC_CHECK = 1
export CORE_AREA = 10 10 111 111
export DIE_AREA = 0 0 121 121
export SYNTH_MEMORY_MAX_BITS = 65536
==> constraint.sdc <==
current_design rom

set clk_period 4.6
set clk_io_pct 0.2

create_clock -name clk0 -period $clk_period

set non_clock_inputs [all_inputs -no_clocks]
set_input_delay [expr $clk_period * $clk_io_pct] -clock clk0 $non_clock_inputs
set_output_delay [expr $clk_period * $clk_io_pct] -clock clk0 [all_outputs]
==> out/qor.csv <==
metric,value,unit
yosysTopAreaCell,ha_1,
routabilityCongestion,0.910,
fin_crit_sh,97.9,%
tightest_slew,0.519,ns
p_leak,1.18,nW
critical_path_peak_fanout,15,
nClkBuffers,0,
required,3.68,ns
drv_slew,0,
aoi_share,38.6,%
top_area_share,6.72,%
antenna_found_initial,0,
common_cells,"29 x nand2_1, 28 x nor2_1, 22 x o21ai_0, 21 x nor3_1, 20 x a21oi_1",
dieWidth,121,um
simple_gate_share,26.0,%
instances_no_fill,537,
die-area,14600,um2
drive_gt1_share,21.3,%
yosysSeqAreaShare,0,%
dieHeight,121,um
outcome,completed,
mux_share,6.67,%
dp_cells,537,
start_kind,input port,
numPortBuffers,42,
synth-cells-yosys,359,
most_common_cell,nand2_1,
ant_nets,0,
synth.avg_cell_area,6.74,um2
area_leaders,"ha_1 6.7%, a211oi_1 5.3%, o21ai_0 4.5%, nand2_1 4.5%, nor2_1 4.3%",
finalWirelength,8460,um
grt_max_degree,42,
overflow,0,
routedWlPerCell,15.8,um
fp_util,24.5,%
post_cts_buffers,0,
max_slew_margin,65.3,%
crit_arrival,3.58,ns
coreArea,9860,um2
power_density,105,nW/um2
postSynthCellCount,359,
yosysChipArea,2420,um2
yosysWarnings,2,
fin_util,32.9,%
flops,0,
drc,0,
hpwl,6290,um
area_delta_synth_final,34.0,%
hold_viol,0,
diodes,0,
row_count,36,
crit_type,in -> out,
synth_cell_type_count,72,
track_usage,11.2,%
io_pins,64,
grt_pass1_vias,2687,
cp-end-kind,primary output,
synth.comb.largest_family,AND-OR/OR-AND gates,
drt_iter0_markers,192,
warnings,63,
firstDrtPassIters,5,
synthAdderAreaFrac,6.72,%
setup_violations,0,
synth_area,2420,um2
cap_violations,0,
via_count,2939,
xor_share,11.4,%
worstHoldPathType,in -> out,
routed_via_density,5.47,
peakVddDrop,0.0224,mV
fmax,222,MHz
seq_area,0,um2
fin_setup_tns,0,ns
grt_pass1_wl,13900,um
min_period,4.50,ns
-- power breakdown --
| part | total [W] | internal [W] | switching [W] |
|---|---|---|---|
| sequential | 0 | 0 | 0 |
| combinational | 0.000340 | 0.000156 | 0.000183 |
| clock | 0 | 0 | 0 |
-- critical path, stage by stage --
cell and delay [ns]:
clkdlybuf4s50_1 0.50, buf_6 0.19, ha_1 0.18, buf_4 0.17, nand2_1 0.11, o21ai_1 0.16
a211oi_2 0.09, o21ai_2 0.40, mux2_1 0.42, clkdlybuf4s50_1 0.43
-- through the flow --
| step | hold slack [ns] | total power [W] | setup slack, ns | area, um2 |
|---|---|---|---|---|
| after floorplan | 2.14 | 0.000214 | 0.966 | 2420 |
| after detailed placement | 3.09 | 0.000321 | 0.0786 | 3150 |
| after global routing | 3.14 | 0.000375 | -0.00411 | 3240 |
| after CTS | 3.08 | 0.000323 | 0.0699 | 3150 |
| after global placement | 3.09 | 0.000320 | 0.0992 | 3150 |
| final | 3.07 | 0.000340 | 0.0952 | 3240 |
-- repair_timing --
action | in CTS | in global routing
hold buffers | 0 | 0
setup endpoints to repair | 0 | 12
gates resized | 0 | 22
-- worst paths after layout --
| path | from | end | cells past startpoint |
|---|---|---|---|
| setup / recovery | addr[1] | instr[12] | 10 |
| hold / removal | addr[2] | instr[7] | 6 |
-- metal layers --
metal / GRT usage, % / vias to the layer above / share of wire [%]
li1: - / 1457 / -
met1: 15.9 / 1390 / 45
met2: 18.8 / 88 / 48
met3: 1.04 / 4 / 5.6
met4: 0.679 / 0 / 0.64
met5: 0 / - / 0
-- logic make-up after synthesis --
| family | count (synthesis) |
|---|---|
| mux | 14 |
| fa+ha+maj | 13 |
| buf+inv | 53 |
| simple gates | 126 |
| compound gates | 132 |
| xor+xnor | 21 |
-- area by class of cell --
class                      count  area, um2
fill                        1005       6620
inverter                      10       37.5
multi-input combinational    306       2250
tap                          133        166
timing repair buffer          88        792
-- layout by cell type, fill, tap and decap left out, drive strengths merged, types with 5 or more instances in the layout --
master / synthesis / layout
nor2b: 5 / 5
a211oi: 17 / 17
nor3: 21 / 21
and3: 6 / 6
nand2: 29 / 29
a31oi: 10 / 10
nand3: 8 / 8
o21ai: 28 / 28
clkdlybuf4s50: 0 / 41
ha: 13 / 13
o22ai: 6 / 6
a21oi: 22 / 22
mux2: 7 / 7
nor2: 29 / 29
buf: 26 / 46
inv: 10 / 10
o31ai: 7 / 7
xnor2: 16 / 16
mux2i: 6 / 6
a221oi: 5 / 5
Power is estimated from default activity; no workload was simulated.
